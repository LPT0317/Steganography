[flow/config.mk]
export PLATFORM = sky130hd
export DESIGN_NAME = bram_ctrl
export DESIGN_NICKNAME = bram_ctrl
export VERILOG_FILES = /design/flow/design.v
export SDC_FILE = /design/flow/constraint.sdc
export NUM_CORES = 4
export LEC_CHECK = 1
export CORE_AREA = 10 10 127 127
export DIE_AREA = 0 0 137 137
[flow/constraint.sdc]
current_design bram_ctrl

set clk_period 1.0
set clk_io_pct 0.2

create_clock -name clk0 -period $clk_period

set non_clock_inputs [all_inputs -no_clocks]
set_input_delay [expr $clk_period * $clk_io_pct] -clock clk0 $non_clock_inputs
set_output_delay [expr $clk_period * $clk_io_pct] -clock clk0 [all_outputs]
[flow/run.sh]
#!/bin/bash
# OpenROAD 26Q1-2900-gdf79404cd8, Yosys 0.63+post, stock flow scripts
make -C /OpenROAD-flow-scripts/flow DESIGN_CONFIG=/design/flow/config.mk WORK_HOME=/design/flow/orfs finish
[flow/design.v]
`timescale 1ns / 1ps
module bram_ctrl #
    (
        parameter ADDR_WIDTH = 32,
		parameter DATA_WIDTH = 32,
		parameter NUM_BYTES = 4
    )
    (
        input ps_enb,
		(* X_INTERFACE_PARAMETER = "MASTER_TYPE BRAM_CTRL,MEM_ECC NONE,MEM_WIDTH 32,MEM_SIZE 262144,READ_WRITE_MODE READ_WRITE" *)
		(* X_INTERFACE_INFO = "xilinx.com:interface:bram:1.0 BRAM_PORTA EN" *)
		output reg en,
		(* X_INTERFACE_INFO = "xilinx.com:interface:bram:1.0 BRAM_PORTA DOUT" *)
		input [DATA_WIDTH-1 : 0] rddata,
		(* X_INTERFACE_INFO = "xilinx.com:interface:bram:1.0 BRAM_PORTA DIN" *)
		output reg [DATA_WIDTH-1 : 0] wrdata,
		(* X_INTERFACE_INFO = "xilinx.com:interface:bram:1.0 BRAM_PORTA WE" *)
		output reg [NUM_BYTES-1 : 0] we,
		(* X_INTERFACE_INFO = "xilinx.com:interface:bram:1.0 BRAM_PORTA ADDR" *)
		output reg [ADDR_WIDTH-1 : 0] addr,
		(* X_INTERFACE_INFO = "xilinx.com:interface:bram:1.0 BRAM_PORTA CLK" *)
		output reg clk,
		(* X_INTERFACE_INFO = "xilinx.com:interface:bram:1.0 BRAM_PORTA RST" *)
		output reg rst,
		(* X_INTERFACE_PARAMETER = "MASTER_TYPE BRAM_CTRL,MEM_ECC NONE,MEM_WIDTH 32,MEM_SIZE 262144,READ_WRITE_MODE READ_WRITE" *)
		(* X_INTERFACE_INFO = "xilinx.com:interface:bram:1.0 BRAM_CTRLA EN" *)
		input ps_en,
		(* X_INTERFACE_INFO = "xilinx.com:interface:bram:1.0 BRAM_CTRLA DOUT" *)
		output reg [DATA_WIDTH-1 : 0] ps_dout,
		(* X_INTERFACE_INFO = "xilinx.com:interface:bram:1.0 BRAM_CTRLA DIN" *)
		input [DATA_WIDTH-1 : 0] ps_din,
		(* X_INTERFACE_INFO = "xilinx.com:interface:bram:1.0 BRAM_CTRLA WE" *)
		input [NUM_BYTES-1 : 0] ps_we,
		(* X_INTERFACE_INFO = "xilinx.com:interface:bram:1.0 BRAM_CTRLA ADDR" *)
		input [ADDR_WIDTH-1 : 0] ps_addr,
		(* X_INTERFACE_INFO = "xilinx.com:interface:bram:1.0 BRAM_CTRLA CLK" *)
		input ps_clk,
		(* X_INTERFACE_INFO = "xilinx.com:interface:bram:1.0 BRAM_CTRLA RST" *)
		input ps_rst,
		(* X_INTERFACE_PARAMETER = "MASTER_TYPE BRAM_CTRL,MEM_ECC NONE,MEM_WIDTH 32,MEM_SIZE 262144,READ_WRITE_MODE READ_WRITE" *)
		(* X_INTERFACE_INFO = "xilinx.com:interface:bram:1.0 BRAM_CTRLB EN" *)
		input pl_en,
		(* X_INTERFACE_INFO = "xilinx.com:interface:bram:1.0 BRAM_CTRLB DOUT" *)
		output reg [DATA_WIDTH-1 : 0] pl_dout,
		(* X_INTERFACE_INFO = "xilinx.com:interface:bram:1.0 BRAM_CTRLB DIN" *)
		input [DATA_WIDTH-1 : 0] pl_din,
		(* X_INTERFACE_INFO = "xilinx.com:interface:bram:1.0 BRAM_CTRLB WE" *)
		input [NUM_BYTES-1 : 0] pl_we,
		(* X_INTERFACE_INFO = "xilinx.com:interface:bram:1.0 BRAM_CTRLB ADDR" *)
		input [ADDR_WIDTH-1 : 0] pl_addr,
		(* X_INTERFACE_INFO = "xilinx.com:interface:bram:1.0 BRAM_CTRLB CLK" *)
		input pl_clk,
		(* X_INTERFACE_INFO = "xilinx.com:interface:bram:1.0 BRAM_CTRLB RST" *)
		input pl_rst
    );
    always @(*) begin
        case (ps_enb)
        1'b0: begin
            clk <= pl_clk;
			addr <= pl_addr;
			wrdata <= pl_din;
			en <= pl_en;
			rst <= pl_rst;
			we <= pl_we;
			pl_dout <= rddata;
        end
        1'b1: begin
            clk <= ps_clk;
			addr <= ps_addr;
			wrdata <= ps_din;
			en <= ps_en;
			rst <= ps_rst;
			we <= ps_we;
			ps_dout <= rddata;
        end
        endcase
    end
endmodule
==> impl_metrics.yaml <==
# yosys + openroad results
final_timing:
  slew_violations: 0
  finalSetupViolCount: 71
  worst_slew_pin_slew_ns: 0.160
  unclocked_regs: 64
  hold_viol_final: 0
  timing.final.crit_share_pct: 122
  untimed_endpoints: 128
  fin_ws_ns: -0.221
  grt_setup_unrepaired: "yes"
  slew_headroom_pct: 89.3
  fin_crit_ns: 1.22
  tns_ns: -12.57
  fmax_ghz: 0.819
setup_path:
  cp_slowest_cell: "mux2_4"
  cp-start-kind: "input pin"
  crit_required_ns: 0.80
  path_cells: "buf_16 > buf_4 > buf_12 > mux2_4 > buf_6"
  worst-path-buf-inv: 4
  cp_max_fo: 7
  worstSetupEndpointType: "primary output"
  crit_arrival_ns: 1.02
  path_depth: 5
  path_delay_family: "buffers and inverters"
  slowest_delay_ns: 0.30
  path_class: "in2out"
logic_synthesis:
  adder_share_pct: 0
  ys_sh_aoi_pct: 0
  ff_type: "dlxtp_1"
  yosys_warnings: 1
  top_cells_by_count: "mux2_4 (70), dlxtn_1 (32), dlxtp_1 (32)"
  syn_area_per_cell_sq_um: 15.2
  synthMuxAreaShare_pct: 48.8
  synth.logic.top_family: "multiplexers"
  yosys_area_sq_um: 2170
  topCellsByArea: "mux2_4 (48%), dlxtn_1 (22%), dlxtp_1 (22%)"
  ys_sh_xor_pct: 0
  numSynthFlops: 64
  post-synth-top-area-fraction_pct: 48.3
  synth.distinct_cells: 6
  synthArstFlopShare_pct: 0
  synthSimpleGateAreaFrac_pct: 0
  ys_cells: 143
  synth_cells: 143
  post-synth-top-count-cell: "mux2_4"
  edf_count: 0
  largest_area_cell: "mux2_4"
  netlist_area_sq_um: 2170
global_routing:
  grt_pass1_wl_um: 17100
  antenna_found_initial: 0
  grt_pass1_vias: 2653
  grtUsageTotal_pct: 11.9
  grt_start_max_net_pins: 23
  grt_overflow_total: 0
route:
  drc: 0
  avgViaCountPerCell: 3.77
  num_vias: 2487
  drt_iter0_drc: 34
  drtPass1Iterations: 4
  antenna-diode-count: 0
  wirelength_um: 12500
  wl_per_cell_um: 18.9
  ant_nets: 0
placement:
  dp_hpwl_um: 10000
  gp_congestion: 0.880
  dpl_cell_area_sq_um: 5420
  io_buffers: 310
cells_and_area:
  design_area_sq_um: 5840
  fillers: 1278
  area_growth_pct: 169
  post-route-util_pct: 43.8
  drive_gt1_share_pct: 37.6
cts:
  ctsHoldBuffers: 0
power:
  power_density_nw_per_um2: 360
  worst_ir_drop_vdd_mv: 0.169
  p_leak_uw: 0.00294
  power_uw: 2100
floorplanning:
  core_area_sq_um: 13300
  pin_count: 310
  die_area_sq_um: 18800
  fp-utilization_pct: 16.3
  core.rowCount: 42
  fp.dieW_um: 137
  dieHeight_um: 137
outcome:
  violations: "negative setup slack"
  status: "finished, violations left"
job:
  warnings: 34
  drv_cap: 0
hold_path:
  hp-class: "in2out"
  whs_path_depth: 3
-- flip-flops by register name, indices dropped and copies added, names as in the netlist --
| register | flops |
|---|---|
| ps_dout | 32 |
| pl_dout | 32 |
-- per-layer routing --
layer | share of wire (%) | wire, um | vias to the layer above | global-route usage, %
li1 | - | - | 1185 | -
met1 | 36 | 4530 | 1127 | 14.1
met2 | 48 | 5970 | 175 | 19.7
met3 | 16 | 1980 | 0 | 6.81
met4 | 0 | 0 | 0 | 0
met5 | 0 | 0 | - | 0
-- cells by family (layout without fill, tap and decap cells) --
group,after synthesis,after routing
latches,64,64
muxes,71,71
buffers and inverters,8,349
-- power breakdown --
part / switching [uW] / internal (uW) / total, uW
clock network: 0 / 0 / 0
logic: 453 / 1450 / 1910
registers: 16.6 / 181 / 197
-- final cells by class --
type / count / area [sq um] / share of cell area [%]
multi-input cells: 71 / 1070 / 18.2
flip-flops and latches: 64 / 961 / 16.4
well taps: 176 / 220 / 3.77
repair buffers: 349 / 3600 / 61.5
-- worst paths after layout --
path | startpoint | end | slack (ns)
min | pl_din[6] | wrdata[6] | 0.70
max | ps_enb | wrdata[2] | -0.22
-- tightest hold or removal path, stage by stage --
cell and delay, ns:
dlymetal6s2s_1 0.08, mux2_4 0.14, buf_6 0.08
-- cells in the final DEF, fill, tap and decap left out --
master	instances
clkdlybuf4s50_1	141
dlygate4sd2_1	88
mux2_4	71
buf_6	66
dlxtn_1	32
dlxtp_1	32
buf_2	17
buf_4	11
dlymetal6s2s_1	9
buf_16	6
buf_12	5
buf_8	4
bufbuf_16	2
-- metrics by stage --
step | instances | worst slack [ns] | hold slack (ns)
detailed placement | 627 | -0.593 | 1.41
CTS | 658 | -0.242 | 0.801
global route | 660 | -0.245 | 0.732
finish | 660 | -0.221 | 0.700
global placement | 627 | -0.600 | 1.41
floorplan | 143 | 0.00333 | 0.498
-- timing repair --
action,CTS,global route
setup endpoints to repair,71,71
cloned,8,0
resized,393,25
setup buffers,23,6
No activity file was given, so power comes from the tool's default toggle rates.
